File: design.v
module ALU_Module(
	input CLK,
	input Enable_cal,
	input [2:0]FS,
	input [7:0] Data_in_A,
	input [7:0] Data_in_B,
	output [7:0]Result_out,
	output check
    );
	 reg[7:0] temp_result;
	 reg CHECK;
	 assign check = CHECK;
	 initial
	  begin
		CHECK = 1'b1;
	  end
	 parameter
		MOV = 3'b000,
		ADD = 3'b001,
		SUB = 3'b010,
		ABS = 3'b011,
		NOT = 3'b100,
		AND = 3'b101,
		NEG = 3'b110,
		HLT = 3'b111;
	assign Result_out = temp_result;
	always@(posedge CLK)
		begin
			if(Enable_cal)
				case (FS)
					MOV: temp_result <= Data_in_A;
					ADD: temp_result <= Data_in_A + Data_in_B;
					SUB: temp_result <= Data_in_B - Data_in_A;
					ABS: 
						begin
							if(Data_in_A[7] == 1)
								temp_result <= ~Data_in_A + 1'b1;
							else if(Data_in_A[7] == 0)
								temp_result <= Data_in_A;
						end
					NOT: temp_result <= ~Data_in_A;
					AND: temp_result <= Data_in_A & Data_in_B;
					NEG: temp_result <= ~Data_in_A + 1'b1;
					HLT: temp_result <= 8'bzzzz_zzzz;
				endcase
		end
endmodule
File: run.sh
#!/bin/bash
# OpenROAD 26Q1-2900-gdf79404cd8, Yosys 0.63+post, stock flow scripts
make -C /OpenROAD-flow-scripts/flow DESIGN_CONFIG=/design/flow/config.mk WORK_HOME=/design/flow/orfs finish
File: config.mk
export PLATFORM = sky130hd
export DESIGN_NAME = ALU_Module
export DESIGN_NICKNAME = ALU_Module
export VERILOG_FILES = /design/flow/design.v
export SDC_FILE = /design/flow/constraint.sdc
export NUM_CORES = 4
export LEC_CHECK = 1
export CORE_AREA = 10 10 84 84
export DIE_AREA = 0 0 94 94
File: constraint.sdc
current_design ALU_Module

set clk_period 4.4
set clk_io_pct 0.2

create_clock -name clk0 -period $clk_period [get_ports {CLK}]

set non_clock_inputs [all_inputs -no_clocks]
set_input_delay [expr $clk_period * $clk_io_pct] -clock clk0 $non_clock_inputs
set_output_delay [expr $clk_period * $clk_io_pct] -clock clk0 [all_outputs]
==> metrics.txt <==
# HELP chip_impl_metric Physical implementation figures
# TYPE chip_impl_metric gauge
chip_impl_metric{name="clk_path_buf_depth",unit=""} 2
chip_impl_metric{name="fp.coreArea",unit="sq um"} 5200
chip_impl_metric{name="edff_count_synth",unit=""} 8
chip_impl_metric{name="area_growth_syn_to_layout",unit="%"} 31.8
chip_impl_metric{name="cts.htree.levels",unit=""} 1
chip_impl_info{name="regMostFlops",value="temp_result"} 1
chip_impl_metric{name="post_route_clock_period_utilization",unit="%"} 81.7
chip_impl_metric{name="yosysTopAreaCellShare",unit="%"} 20.4
chip_impl_metric{name="initCoreUtil",unit="%"} 22.7
chip_impl_metric{name="clk_transition_reported_paths",unit="ns"} 0.04
chip_impl_metric{name="hpwlAfterDp",unit="microns"} 2640
chip_impl_metric{name="synth.yosys.chip_area",unit="sq um"} 1180
chip_impl_metric{name="dr_total_vias",unit=""} 1174
chip_impl_metric{name="worst_slew_margin_rel",unit="%"} 43.7
chip_impl_info{name="ff_type",value="sky130_fd_sc_hd__edfxtp_1"} 1
chip_impl_metric{name="finalInstanceArea",unit="sq um"} 1560
chip_impl_metric{name="worst_ir_drop_vdd",unit="uV"} 113
chip_impl_metric{name="first_global_vias",unit=""} 1092
chip_impl_metric{name="drt.antenna.violating_nets",unit=""} 0
chip_impl_metric{name="static-leakage-power",unit="nW"} 0.568
chip_impl_info{name="post-synth-top-area-cell",value="sky130_fd_sc_hd__edfxtp_1"} 1
chip_impl_metric{name="initialDrtViolationCount",unit=""} 94
chip_impl_metric{name="maxSlewViolCount",unit=""} 0
chip_impl_metric{name="number_of_antenna_violations_at_the_first_check_in_global_routing",unit=""} 0
chip_impl_metric{name="post_cts_resize_count",unit=""} 0
chip_impl_metric{name="synth-async-reset-ratio",unit="%"} 0
chip_impl_metric{name="least_margin_pin_slew",unit="ns"} 0.843
chip_impl_info{name="worst_setup_path_start_kind",value="input pin"} 1
chip_impl_info{name="layout_top_registers",value="temp_result: 8 flops"} 1
chip_impl_metric{name="antennaDiodeCount",unit=""} 0
chip_impl_metric{name="grt_pass1_wl",unit="microns"} 5330
chip_impl_metric{name="postSynthCellCount",unit=""} 147
chip_impl_info{name="outcome",value="finished clean"} 1
chip_impl_metric{name="cts_inserted_buffers",unit=""} 3
chip_impl_metric{name="die_h",unit="microns"} 94
chip_impl_info{name="layout_top_cells",value="sky130_fd_sc_hd__clkdlybuf4s50_1 (28), sky130_fd_sc_hd__a21oi_1 (13), sky130_fd_sc_hd__o21ai_0 (11), sky130_fd_sc_hd__nand2_1 (11)"} 1
chip_impl_info{name="timing.hold.worst.class",value="in2reg"} 1
chip_impl_metric{name="gp_congestion",unit=""} 0.854
chip_impl_info{name="top_cells_by_area_synth",value="sky130_fd_sc_hd__edfxtp_1 (20%), sky130_fd_sc_hd__ha_1 (11%), sky130_fd_sc_hd__xnor2_1 (7.4%)"} 1
chip_impl_metric{name="core.rowCount",unit=""} 26
chip_impl_metric{name="ys_cells",unit=""} 147
chip_impl_metric{name="ys_types",unit=""} 44
chip_impl_metric{name="seq_area_frac_synth",unit="%"} 20.4
chip_impl_metric{name="detail_route.first_pass.iterations",unit=""} 4
chip_impl_metric{name="drive_above_1_share",unit="%"} 5.81
chip_impl_metric{name="max_cap_viol_count",unit=""} 0
chip_impl_metric{name="flop_area",unit="sq um"} 240
chip_impl_metric{name="warnings",unit=""} 26
chip_impl_metric{name="detail_route.wirelength",unit="microns"} 3260
chip_impl_info{name="unrepaired_setup_endpoints_after_global_routing",value="false"} 1
chip_impl_metric{name="avgRoutedWirePerCell",unit="microns"} 13.5
chip_impl_metric{name="post-cts-setup-buffer-count",unit=""} 0
chip_impl_metric{name="hold_buffers",unit=""} 0
chip_impl_metric{name="overflow",unit=""} 0
chip_impl_metric{name="hold_viol_final",unit=""} 0
chip_impl_info{name="tritoncts",value="yes"} 1
chip_impl_info{name="clockRootBuffer",value="sky130_fd_sc_hd__clkbuf_8"} 1
chip_impl_metric{name="synth_area",unit="sq um"} 1180
chip_impl_metric{name="ys.warnings.count",unit=""} 2
chip_impl_metric{name="io_pins",unit=""} 30
chip_impl_metric{name="setup_viol",unit=""} 0
chip_impl_metric{name="nFillCells",unit=""} 554
chip_impl_metric{name="cp.required",unit="ns"} 4.36
chip_impl_info{name="timing.setup.critical_path_class",value="in2reg"} 1
chip_impl_metric{name="largest_register_ffs",unit=""} 8
chip_impl_metric{name="routed_via_density",unit=""} 4.85
chip_impl_metric{name="port-buffer-count",unit=""} 28
chip_impl_metric{name="logic_area",unit="sq um"} 853
chip_impl_metric{name="fp.dieArea",unit="sq um"} 8840
chip_impl_metric{name="clock_sink_count",unit=""} 8
chip_impl_metric{name="tns",unit="ns"} 0
chip_impl_metric{name="maximum_number_of_pins_on_one_net_before_global_route_repair",unit=""} 25
chip_impl_metric{name="max_freq",unit="MHz"} 278
chip_impl_metric{name="floorplan.die.width",unit="microns"} 94
chip_impl_metric{name="critical_path_peak_fanout",unit=""} 8
chip_impl_metric{name="layout_min_cycle_time",unit="ns"} 3.60
chip_impl_metric{name="synth_area_per_inst",unit="sq um"} 8.03
chip_impl_info{name="final_common_cell",value="sky130_fd_sc_hd__clkdlybuf4s50_1"} 1
chip_impl_info{name="worstSetupEndpointType",value="flop"} 1
chip_impl_metric{name="placed_area",unit="sq um"} 1510
chip_impl_metric{name="ys_ff",unit=""} 8
chip_impl_metric{name="power_per_cell_area",unit="nW/um^2"} 227
chip_impl_metric{name="crit_arrival",unit="ns"} 3.56
chip_impl_metric{name="fin_util",unit="%"} 29.9
chip_impl_metric{name="gr-usage-all-layers",unit="%"} 7.29
chip_impl_metric{name="drt_drc_violations_left",unit=""} 0
[critical path, cell delays in order]
cell and delay [ns]:
sky130_fd_sc_hd__clkdlybuf4s50_1 0.55, sky130_fd_sc_hd__inv_1 0.13, sky130_fd_sc_hd__ha_1 0.28, sky130_fd_sc_hd__nand2_1 0.10
sky130_fd_sc_hd__nor3_1 0.24, sky130_fd_sc_hd__nor2_1 0.09, sky130_fd_sc_hd__xnor2_1 0.14, sky130_fd_sc_hd__ha_1 0.32
sky130_fd_sc_hd__a2111oi_0 0.40, sky130_fd_sc_hd__a21oi_1 0.15, sky130_fd_sc_hd__xnor2_1 0.17, sky130_fd_sc_hd__o22ai_1 0.10
[power breakdown]
group / internal [mW] / switching, mW
clock: 0.0589 / 0.0255
sequential: 0.0975 / 0.00231
combinational: 0.0878 / 0.0816
[layer usage]
layer	GRT usage, %	vias up	part of all wire (%)
li1	-	600	-
met1	11.0	521	50
met2	10.3	48	40
met3	2.10	5	9.4
met4	0.886	0	1.2
met5	0	-	0
[cell usage after synthesis, types with 5 or more instances]
| cell | count |
|---|---|
| sky130_fd_sc_hd__ha_1 | 10 |
| sky130_fd_sc_hd__xnor2_1 | 10 |
| sky130_fd_sc_hd__o21ai_0 | 11 |
| sky130_fd_sc_hd__inv_1 | 8 |
| sky130_fd_sc_hd__edfxtp_1 | 8 |
| sky130_fd_sc_hd__a211oi_1 | 5 |
| sky130_fd_sc_hd__a21oi_1 | 13 |
| sky130_fd_sc_hd__nor2_1 | 9 |
| sky130_fd_sc_hd__nand2_1 | 11 |
| sky130_fd_sc_hd__nor3_1 | 7 |
[stage by stage]
| step | worst slack (ns) | power [mW] | hold slack, ns | instances |
|---|---|---|---|---|
| finish | 0.804 | 0.354 | 1.47 | 242 |
| global route | 0.495 | 0.381 | 1.51 | 242 |
| CTS | 0.841 | 0.357 | 1.48 | 242 |
| detailed placement | 0.588 | 0.270 | 1.62 | 239 |
| global placement | 0.651 | 0.271 | 1.62 | 239 |
| floorplan | 1.42 | 0.205 | 1.11 | 147 |
[path summary, 6_finish.rpt]
path | to | cells past startpoint | from | slack [ns]
hold / removal | temp_result[0] | 1 | Enable_cal | 1.47
setup / recovery | temp_result[7] | 12 | Data_in_A[0] | 0.80
[cells by family after synthesis]
logic type               Yosys count  synth area share, %
AND-OR/OR-AND                     54                 30.4
XOR/XNOR                          12                 8.91
adder cells (fa/ha/maj)           11                 12.3
buffers and inverters             17                 7.32
flip-flops                         8                 20.4
multiplexers                       2                 1.70
other                              1                0.318
AND/OR/NAND/NOR                   42                 18.7
[layout make-up]
cell class	instances	share of cell area, %
well taps	70	5.63
flip-flops and latches	8	15.4
clock buffers	3	2.65
repair buffers	31	19.5
multi-input cells	122	54.9
inverters	8	1.93
Power figures rest on the tool's default switching activity, not on a simulated workload.
