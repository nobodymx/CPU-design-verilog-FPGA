<file path="/design/flow/run.sh">
#!/bin/bash
# OpenROAD 26Q1-2900-gdf79404cd8, Yosys 0.63+post, stock flow scripts
make -C /OpenROAD-flow-scripts/flow DESIGN_CONFIG=/design/flow/config.mk WORK_HOME=/design/flow/orfs finish
</file>
<file path="/design/flow/design.v">
module Data_Register_Module(
	input Enable_write,
	input [7:0]Data_write,
	input [2:0]Data_write_address,
	input Enable_Read_Data_B,
	input Enable_Read_Data_A,
	input [2:0] Data_B_address,
	input [2:0] Data_A_address,
	output [7:0]Data_out_A,
	output [7:0]Data_out_B,
	output check
    );
	 wire [7:0] enabler;
	 wire [7:0] data_out_000;
	 wire [7:0] data_out_001;
	 wire [7:0] data_out_010;
	 wire [7:0] data_out_011;
	 wire [7:0] data_out_100;
	 wire [7:0] data_out_101;
	 wire [7:0] data_out_110;
	 wire [7:0] data_out_111;
	 reg CHECK;
	 assign check = CHECK;
	 initial
	  begin
		CHECK = 1'b1;
	  end
	 Data_write_Decoder_Module data_write_decoder(
		.Data_write_address_(Data_write_address),
		.Enable_write_(Enable_write),
		.Enabler(enabler)
	 );
	 Mul_Reg_Dataout multiplexer_A(
		.Dataout_address(Data_A_address),
		.Enable_out(Enable_Read_Data_A),
		.out_000(data_out_000),
		.out_001(data_out_001),
		.out_010(data_out_010),
		.out_011(data_out_011),
		.out_100(data_out_100),
		.out_101(data_out_101),
		.out_110(data_out_110),
		.out_111(data_out_111),
		.Dataout(Data_out_A)
	 );
	  Mul_Reg_Dataout multiplexer_B(
		.Dataout_address(Data_B_address),
		.Enable_out(Enable_Read_Data_B),
		.out_000(data_out_000),
		.out_001(data_out_001),
		.out_010(data_out_010),
		.out_011(data_out_011),
		.out_100(data_out_100),
		.out_101(data_out_101),
		.out_110(data_out_110),
		.out_111(data_out_111),
		.Dataout(Data_out_B)
	 );
	 Data_Register register_000(
		.Enable_write(enabler[0]),
		.Data_write(Data_write),
		.Data(data_out_000)
	 );
	 Data_Register register_001(
		.Enable_write(enabler[1]),
		.Data_write(Data_write),
		.Data(data_out_001)
	 );
	 Data_Register register_010(
		.Enable_write(enabler[2]),
		.Data_write(Data_write),
		.Data(data_out_010)
	 );
	 Data_Register register_011(
		.Enable_write(enabler[3]),
		.Data_write(Data_write),
		.Data(data_out_011)
	 );
	 Data_Register register_100(
		.Enable_write(enabler[4]),
		.Data_write(Data_write),
		.Data(data_out_100)
	 );
	 Data_Register register_101(
		.Enable_write(enabler[5]),
		.Data_write(Data_write),
		.Data(data_out_101)
	 );
	 Data_Register register_110(
		.Enable_write(enabler[6]),
		.Data_write(Data_write),
		.Data(data_out_110)
	 );
	 Data_Register register_111(
		.Enable_write(enabler[7]),
		.Data_write(Data_write),
		.Data(data_out_111)
	 );
endmodule
module Data_Register(
	input Enable_write,
	input [7:0]Data_write,
	output [7:0]Data
    );
	 reg[7:0] data;
	 assign Data = data;
	 always@(*)
		if(Enable_write)
			data <= Data_write;
endmodule
module Data_write_Decoder_Module(
	input [2:0] Data_write_address_,
	input Enable_write_,
	output [7:0]Enabler
    );
	 reg[7:0] enabler;
	 assign Enabler = enabler;
	 parameter
		reg1 = 3'b000,
		reg2 = 3'b001,
		reg3 = 3'b010,
		reg4 = 3'b011,
		reg5 = 3'b100,
		reg6 = 3'b101,
		reg7 = 3'b110,
		reg8 = 3'b111;
	always@(Enable_write_ or Data_write_address_)
		if(Enable_write_ == 1)
			begin
				case(Data_write_address_)
					reg1: enabler = 8'b0000_0001;
					reg2: enabler = 8'b0000_0010;
					reg3: enabler = 8'b0000_0100;
					reg4: enabler = 8'b0000_1000;
					reg5: enabler = 8'b0001_0000;
					reg6: enabler = 8'b0010_0000;
					reg7: enabler = 8'b0100_0000;
					reg8: enabler = 8'b1000_0000;
					default: enabler = 8'b0000_0000;
				endcase
			end
		else if(!Enable_write_)
			enabler = 8'b0000_0000;
endmodule
module Mul_Reg_Dataout(
	input [2:0]Dataout_address,
	input Enable_out,
	input [7:0]out_000,
	input [7:0]out_001,
	input [7:0]out_010,
	input [7:0]out_011,
	input [7:0]out_100,
	input [7:0]out_101,
	input [7:0]out_110,
	input [7:0]out_111,
	output [7:0] Dataout
    );
	 reg [7:0] temp_data;
	 assign Dataout = temp_data;
	  parameter
		reg1 = 3'b000,
		reg2 = 3'b001,
		reg3 = 3'b010,
		reg4 = 3'b011,
		reg5 = 3'b100,
		reg6 = 3'b101,
		reg7 = 3'b110,
		reg8 = 3'b111;
	 always@(*)
		if(Enable_out == 1)
			case(Dataout_address)
				reg1: temp_data = out_000;
				reg2: temp_data = out_001;
				reg3: temp_data = out_010;
				reg4: temp_data = out_011;
				reg5: temp_data = out_100;
				reg6: temp_data = out_101;
				reg7: temp_data = out_110;
				reg8: temp_data = out_111;
				default: temp_data = 8'bzzzz_zzzz;
			endcase
		else if(!Enable_out)
			temp_data = 8'bzzzz_zzzz;
endmodule
</file>
<file path="/design/flow/constraint.sdc">
current_design Data_Register_Module

set clk_period 2.8
set clk_io_pct 0.2

create_clock -name clk0 -period $clk_period

set non_clock_inputs [all_inputs -no_clocks]
set_input_delay [expr $clk_period * $clk_io_pct] -clock clk0 $non_clock_inputs
set_output_delay [expr $clk_period * $clk_io_pct] -clock clk0 [all_outputs]
</file>
<file path="/design/flow/config.mk">
export PLATFORM = sky130hd
export DESIGN_NAME = Data_Register_Module
export DESIGN_NICKNAME = Data_Register_Module
export VERILOG_FILES = /design/flow/design.v
export SDC_FILE = /design/flow/constraint.sdc
export NUM_CORES = 4
export LEC_CHECK = 1
export CORE_AREA = 10 10 111 111
export DIE_AREA = 0 0 121 121
</file>
==> GITHUB_STEP_SUMMARY <==
## Implementation flow summary

| Metric | Value |
|---|---|
| Status | completed |
| Height of the die | 121 microns |
| Main area contributors | dlxtp_1 (44%), a221oi_1 (7.2%), nor2_1 (7.0%) |
| GP Congestion | 0.833 |
| Fin cells | 416 |
| Top_reg_cell synth | dlxtp_1 |
| Fin Setup TNS | 0 ns |
| Largest fanout on the critical path | 5 |
| Warnings, synthesis | 6 |
| Setup WS post-layout | 0.101 ns |
| Post-route minimum period | 2.70 ns |
| Async S/R FF share, synth | 0% |
| N_diodes | 0 |
| Drt initial violations | 131 |
| DPL Wire Length | 4.49 mm |
| Required @ worst endpoint | 2.24 ns |
| Slew Limit Headroom | 49.2% |
| Mapped Avg Cell Area | 9.27 sq um |
| Worst VDD drop | 0.0574 mV |
| Yosys stat chip area | 0.00219 sq mm |
| Vias post-DR | 1902 |
| Core Footprint | 0.00986 sq mm |
| Post-synth EDFFs | 0 |
| Worst Hold Slack | 1.97 ns |
| Total grt overflow | 0 |
| Hold_buf cts | 0 |
| Ports | 37 |
| WP data arrival | 2.14 ns |
| Max-cap viol count | 0 |
| Syn-to-layout area delta | 38.8% |
| WL per Instance | 16.0 microns |
| Synthesized area | 0.00219 sq mm |
| Top area contributor share | 43.9% |
| Post-synth top area cell | dlxtp_1 |
| Cell Area, Placed | 0.00283 sq mm |
| Setup Viol. Count Final | 0 |
| Post-Layout Inst Area | 0.00304 sq mm |
| Die Wd | 121 microns |
| Die Footprint | 0.0146 sq mm |
| Startpoint Class | input pin |
| Yosys cell types | 31 |
| Share of layout cells above drive strength 1 | 22.3% |
| Post-DRT Antenna Nets | 0 |
| Hold/Removal Path Class | input pin to output port |
| Port bufs | 34 |
| Endpoints left unconstrained | 64 |
| FP Util | 22.2% |
| CP Class | input pin to output port |
| Crit share post-route | 96.4% |
| Yosys cell count | 236 |
| Vias in the first global route | 1927 |
| Cell count after synthesis | 236 |
| Hold EP | Data_out_B[3] |
| Final slew viol count | 0 |
| Worst slew pin tran | 0.760 ns |
| First-pass GRT wire length | 10.5 mm |
| Register pins left without a clock | 64 |
| Power per Cell Area | 103 mW/mm^2 |
| Detail-routed via count per cell | 4.57 |
| GRT Overall Usage | 9.13% |
| Leak pwr | 1.36 nW |
| Initial antenna violation count | 0 |
| DRC Markers | 0 |
| Synthesized registers | 64 |
| Maximum clock frequency | 370 MHz |
| Hold Startpoint | Data_B_address[0] |
| Fin. Hold Viols | 0 |
| Largest net degree at the start of global routing | 15 |
| Setup slack at placement | -0.291 ns |
| Row cnt | 36 |
| Log Warnings | 34 |
| Critical Path End Type | output port |
| Routed WL | 6.65 mm |
| Pre-antenna DRT Iters | 4 |
| Hold Path Depth | 6 |
| Placed cell count | 410 |
==> kinds of logic after synthesis <==
kind of cell    count (synthesis)  share of synthesized area (%)
buf+inv                        27                           6.24
latches                        64                           43.9
other cells                     1                          0.171
compound gates                 47                           17.4
simple gates                   68                           14.2
mux                            29                           18.1
==> placed cells by master, fill, tap and decap left out, types with 4 or more instances in the layout <==
master | netlist | final
dlxtp_1 | 64 | 64
nor2_1 | 41 | 41
clkdlybuf4s50_1 | 0 | 26
buf_4 | 2 | 21
mux2i_1 | 14 | 14
a221oi_2 | 2 | 11
nand2_1 | 9 | 9
a21oi_1 | 9 | 9
a221oi_1 | 18 | 9
a22o_1 | 9 | 9
inv_1 | 8 | 8
mux4_2 | 6 | 6
mux2_4 | 5 | 5
nand2b_1 | 5 | 5
mux2_2 | 4 | 4
bufbuf_16 | 0 | 4
dlygate4sd2_1 | 0 | 4
buf_12 | 0 | 4
==> per-stage QoR <==
step | power (mW) | util [%]
2_1_floorplan | 0.146 | -
3_3_place_gp | 0.278 | 28.7
3_5_place_dp | 0.279 | 28.7
4_1_cts | 0.312 | 30.6
5_1_grt | 0.339 | 30.8
6_report | 0.313 | 30.8
==> metal layers <==
layer | share of wire [%] | routed length, microns | vias up | GRT usage, %
li1 | - | - | 946 | -
met1 | 45 | 2990 | 892 | 12.9
met2 | 46 | 3040 | 60 | 15.3
met3 | 8.6 | 571 | 4 | 1.37
met4 | 0.72 | 48 | 0 | 0.302
met5 | 0 | 0 | - | 0
==> sequential cells by signal (all words and copies together), names as in the netlist <==
name,flops
register_000.data,8
register_001.data,8
register_010.data,8
register_011.data,8
register_100.data,8
register_101.data,8
register_110.data,8
register_111.data,8
==> worst max-delay path by stage <==
stage,start,endpoint
global route,Data_A_address[2],Data_out_A[6]
CTS,Data_B_address[1],Data_out_B[1]
finish,Data_B_address[2],Data_out_B[6]
==> timing repair <==
action	in CTS	in global routing
resized	19	12
pin swaps	2	3
gates cloned	4	0
endpoints found under the setup margin	16	11
setup buffers	2	0
==> critical path, cell delays in order <==
cell,delay (ns)
clkdlybuf4s15_1,0.25
buf_4,0.19
buf_4,0.15
a221oi_1,0.36
a221oi_2,0.07
nor2_1,0.10
clkdlybuf4s50_1,0.47
==> synthesized netlist by cell type, types with 4 or more instances <==
cell      number
a22o_1         9
a21oi_1        9
inv_1          8
nor2_1        41
mux2_4         5
mux4_2         6
dlxtp_1       64
nand2b_1       5
mux2i_1       14
buf_2         10
mux2_2         4
a221oi_1      18
nand2_1        9
clkbuf_1       4
==> final cells by class <==
class	count	area [sq um]
fillers	982	6830
inverters	8	30.0
multi-input cells	145	1160
flip-flops and latches	64	961
well taps	133	166
repair buffers	66	722
==> power by group <==
group	switching, mW	internal (mW)	total (mW)	leakage, nW
clock	0	0	0	0
sequential	0.00149	0.0298	0.0313	0.508
combinational	0.120	0.162	0.282	0.856
total	0.122	0.192	0.313	1.36
Power is estimated from default activity; no workload was simulated.
