`run.sh`:
```
#!/bin/bash
# OpenROAD 26Q1-2900-gdf79404cd8, Yosys 0.63+post, stock flow scripts
make -C /OpenROAD-flow-scripts/flow DESIGN_CONFIG=/design/flow/config.mk WORK_HOME=/design/flow/orfs finish
```
`config.mk`:
```
export PLATFORM = sky130hd
export DESIGN_NAME = Machine_Code_ROM_Module
export DESIGN_NICKNAME = Machine_Code_ROM_Module
export VERILOG_FILES = /design/flow/design.v
export SDC_FILE = /design/flow/constraint.sdc
export NUM_CORES = 4
export LEC_CHECK = 1
export CORE_AREA = 10 10 79 79
export DIE_AREA = 0 0 89 89
```
`constraint.sdc`:
```
current_design Machine_Code_ROM_Module

set clk_period 1.6
set clk_io_pct 0.2

create_clock -name clk0 -period $clk_period [get_ports {CLK}]

set non_clock_inputs [all_inputs -no_clocks]
set_input_delay [expr $clk_period * $clk_io_pct] -clock clk0 $non_clock_inputs
set_output_delay [expr $clk_period * $clk_io_pct] -clock clk0 [all_outputs]
```
`design.v`:
```
module Machine_Code_ROM_Module(
	input CLK,
	input RESET,
	output [7:0] half_instruction
    );
	 reg[63:0] ALL_instruction;
	 reg[7:0] output_instruction;
	 reg [2:0] clock;
	 reg [1:0] instruction_counter;
	 assign half_instruction = output_instruction;
	 parameter
		CLK1 = 3'd0,
		CLK2 = 3'd1,
		CLK3 = 3'd2,
		CLK4 = 3'd3,
		CLK5 = 3'd4,
		CLK6 = 3'd5,
		CLK7 = 3'd6,
		CLK8 = 3'd7;
	 always@(posedge CLK or negedge RESET )
		if(!RESET)
			begin
				clock <= 3'd0;
				output_instruction <= 8'b0000_0000;
				instruction_counter <= 2'b00;
				ALL_instruction[63:48] <= 16'b000_1_1_000_00011100;
				ALL_instruction[47:32] <= 16'b001_1_1_000_00110110;
				ALL_instruction[31:16] <= 16'b010_1_1_000_01011011;
				ALL_instruction[15:0] <= 16'b011_0_z_000_zzzzzzzz;
			end
		else
			case(clock)
				CLK1: 
					begin
						clock <= clock + 1'b1;
						if(instruction_counter == 2'b00)
							output_instruction <= ALL_instruction[63:56];
						else if(instruction_counter == 2'b01)
							output_instruction <= ALL_instruction[47:40];
						else if(instruction_counter == 2'b10)
							output_instruction <= ALL_instruction[31:24];
						else if(instruction_counter == 2'b11)
							output_instruction <= ALL_instruction[15:8];
					end
				CLK2:
					begin
						clock <= clock + 1'b1;
						if(instruction_counter == 2'b00)
							output_instruction <= ALL_instruction[55:48];
						else if(instruction_counter == 2'b01)
							output_instruction <= ALL_instruction[39:32];
						else if(instruction_counter == 2'b10)
							output_instruction <= ALL_instruction[23:16];
						else if(instruction_counter == 2'b11)
							output_instruction <= ALL_instruction[7:0];
					end
				CLK3:	clock <= clock + 1'b1;
				CLK4: clock <= clock + 1'b1;
				CLK5: clock <= clock + 1'b1;
				CLK6: clock <= clock + 1'b1;
				CLK7: clock <= clock + 1'b1;
				CLK8:
					begin
						clock <= 3'd0;
						instruction_counter <= instruction_counter + 1'b1;
					end
				default: 
					begin
						clock <= 3'd0;
						ALL_instruction[63:48] <= 16'b000_1_1_000_00011100;
						ALL_instruction[47:32] <= 16'b001_1_1_000_00110110;
						ALL_instruction[31:16] <= 16'b010_1_1_000_01011011;
						ALL_instruction[15:0] <= 16'b011_0_z_000_zzzzzzzz;
						output_instruction <= 8'bzzzz_zzzz;
						instruction_counter <= 2'b00;
					end
			endcase
endmodule
```
==> job_summary.md <==
### Flow metrics

| Metric | Value |
|---|---|
| Syn Area/Cell | 12.15 um2 |
| RSZ-0062 raised after global routing | yes |
| Sequential share of power | 53.5% |
| Synth Seq Share | between 40% and 50% |
| Hold-fix buffers, CTS | 0 |
| Maximum buffer depth of the clock tree | 2 |
| Die X | 89 um |
| Crit path DRT | 1.72 ns |
| GRT Resource Usage Total | 3.245% |
| Pin count of the biggest net entering global routing | 13 |
| Final ANT Viol Nets | 0 |
| Global-route wire length before repair | between 2000 and 2500 um |
| GP Congestion | ~0.74 |
| Clock power frac | 45.2% |
| Clk_skew | about 0.0018 ns |
| Crit-path max cell delay | around 0.41 ns |
| Non-filler cells, final | 127 |
| Worst-margin pin slew | ~0.51 ns |
| Cell at the slowest stage of the critical path | dfrtp_1 |
| Setup-failing EPs final | 0 |
| Layout cells sized above 1 | between 20% and 30% |
| Final Max Tran Viols | 0 |
| Die y size | 89 um |
| R2R setup slack | between 0.05 and 0.06 ns |
| Reg-to-reg endpoint | output_instruction[5] |
| Distinct lib cells | 23 |
| Yosys warns | 4 |
| Peak VDD IR | 253.5 uV |
| Detailed Place HPWL | 940.6 um |
| CTS root buf | clkbuf_8 |
| Met2 Resource Use GR | 5.186% |
| Period minus WS final | 1.550 ns |
| Clk ins delay skew pair | 0.23 ns |
| Period utilization | 96.85% |
| NetSw | between 0.00009 and 0.0001 W |
| Setup crit end kind | register |
| Max-cap violations | 0 |
| Vias/cell | ~3.5 |
| Post-Synthesis Cells | between 50 and 60 |
| CP Max Fanout | 4 |
| Routed WL per cell | between 9 and 10 um |
| Inserted Clock Buffers | 3 |
| Final WL | approximately 1200 um |
| Post-synth area from yosys stat | 680.7 um2 |
| Drt first pass iters | 4 |
| Core area | about 4700 um2 |
| FF+latch count, synth | 12 |
| Placement Rows | 25 |
| CP cell instances | inv_2, ha_4, nor4_4, nor3_4, mux2_4 |
| Sw Ratio | between 15 and 20% |
| Reg2Reg Depth | 5 |
| Vias | between 400 and 500 |
| Clk slew on worst S/H paths | approximately 0.05 ns |
| Hold Crit Class | primary input to asynchronous set/reset pin |
| DRT iter0 DRCs | 28 |
| Leakage power total | around 0.43 nW |
| Sink Count | 12 |
| Num ports | 10 |
| Power Dens Cells | slightly above 600 nW/um2 |
| Post-Syn Area | 680.7 um2 |
| Worst setup SP type | register |
| Initial antenna violation count | 0 |
| DP Cell Count | roughly 120 |
| Internal | 0.0004709 W |
| CTS tree | yes |
| Data arrival, critical path | 1.66 ns |
| GR Layer Usage met3 | 2.020% |
| Reg2Reg Launch Point | instruction_counter[0] |
| Outcome | complete, no violations |
| FP Core Util | 14.60% |
| Combinational share of power | 1.3% |
| H-tree levels | 1 |
| Placed Area | 850.8 um2 |
| Fill cells | 483 |
| IO buf count | 8 |
| Ys cells | approximately 56 |
| Hold Vio Cnt, Final | 0 |
| Gr busiest metal | met2 |
| Total tool warning count | 34 |
| Ant. Diodes | 0 |
| Critical path class | register to register |
| Vias in the first global route | 459 |
| Final Instance Area | roughly 940 um2 |
| Overflow after GRT | 0 |
| Area growth, synth to finish | 38.24% |
| Drt drc | 0 |
| Rel. slew slack | 65.96% |
| M1 GR Usage | 3.766% |
| FMAX | 0.6453 GHz |
| Chip area | 7921 um2 |
-- flip-flops by register name, indices dropped and copies added (netlist names) --
name,cells
clock,3
output_instruction,7
instruction_counter,2
-- power by group through the flow --
| stage | combinational [W] | sequential [W] | clock, W |
|---|---|---|---|
| after CTS | 0.00000846 | 0.000304 | 0.000267 |
| after global routing | 0.00000953 | 0.000304 | 0.000284 |
| final | 0.00000762 | 0.000304 | 0.000257 |
-- how the worst max path moves through the flow --
stage                     startpoint  slack [ns]                     to  depth (start not counted)
finish        instruction_counter[0]        0.05  output_instruction[5]                          5
CTS           instruction_counter[1]        0.02  output_instruction[5]                          5
global route  instruction_counter[0]       -0.02  output_instruction[3]                          5
-- metal layers --
metal	share of wire, %	wire, um
met5	0	0
met4	0	0
met3	13	152
met2	43	501
met1	44	518
-- placed cells by master, fill, tap and decap left out --
master and n:
nor2_1 5, nor4_4 1, mux2_1 1, a22o_1 1
mux2_4 2, buf_4 7, nand2_1 2, o21ai_0 1
ha_4 1, a32o_1 2, inv_2 2, nor3_4 1
or3_4 1, o211a_1 1, or4_1 1, nor2b_1 1
dfrtp_1 12, ha_1 8, or3_1 1, o32a_1 1
xor2_1 1, nand2b_1 1, inv_1 3, nor2_2 1
clkdlybuf4s50_1 8, conb_1 1, ha_2 2, clkbuf_8 3
mux2i_1 1
-- repair_timing --
action	in CTS	in global routing
resized	1	7
setup buffers	1	2
pin swaps	2	4
setup endpoints to repair	5	6
-- logic make-up (layout without fill, tap and decap cells) --
family,count (synthesis),count (layout),share of synthesized area [%]
compound gates,6,6,7.904
xor+xnor,1,1,1.287
fa+ha+maj,11,11,20.22
buf+inv,6,23,3.861
flops,12,12,44.12
mux,4,4,7.537
other cells,1,1,0.5509
simple gates,15,15,14.52
-- cell type report --
class / count / area [um2] / share of cell area (%)
multi-input combinational: 38 / 380.4 / 40.43
sequential: 12 / 300.3 / 31.91
timing repair buffer: 15 / 132.6 / 14.10
tap: 54 / 67.56 / 7.181
clock buffer: 3 / 41.29 / 4.388
inverter: 5 / 18.77 / 1.995
-- through the flow --
step	utilization (%)	TNS (ns)	hold slack [ns]	setup WS, ns	total power [W]
final	20.19	0	0.4303	0.05037	0.0005691
after global routing	20.19	-0.06351	0.4858	-0.02328	0.0005970
after CTS	19.36	0	0.4518	0.02395	0.0005792
after detailed placement	18.26	-0.05759	0.4891	-0.02917	0.0003175
after global placement	18.26	0	0.4663	0.01920	0.0003174
after floorplan	-	0	0.02441	0.002313	0.0003108
-- cell usage after synthesis --
cell type  instances  area, um2
a22o_1             1      8.760
ha_1              11      137.6
nor4_4             1      21.27
mux2i_1            1      10.01
mux2_1             1      11.26
o21ai_0            1      5.000
or3_1              1      6.260
nor2b_1            1      6.260
dfrtp_1           12      300.3
mux2_4             2      30.03
nor3_2             1      10.01
conb_1             1      3.750
nor2_1             6      22.52
buf_4              1      7.510
inv_1              5      18.77
xor2_1             1      8.760
a32o_1             2      20.02
or3_4              1      11.26
or4_1              1      7.510
nand2_1            2      7.510
o32a_1             1      10.01
nand2b_1           1      6.260
o211a_1            1      10.01
-- critical path: cells and delay by family (launching register included) --
| family | cells | cell delay (ns) |
|---|---|---|
| muxes | 1 | 0.30 |
| and+or+nand+nor | 2 | 0.47 |
| adders and majority gates | 1 | 0.17 |
| buffers and inverters | 1 | 0.08 |
| DFF | 1 | 0.41 |
Power and IR drop assume default switching activity.
